==> ./design.v <==
module WB_STAGE(
  input wire clk,
  input wire reset,  
  input wire [(1 + 32+32+ 6 + 32 + 32 + 32 + 1 + 5)-1:0] from_MEM_latch,
  output wire [(1)-1:0] from_WB_to_FE,
  output wire [(1 + 5 + 32 )-1:0] from_WB_to_DE,  
  output wire [(1)-1:0] from_WB_to_AGEX,
  output wire [(1)-1:0] from_WB_to_MEM
);
  wire valid_WB; 
  wire [6-1:0] op_I_WB;
  wire [32-1:0] inst_WB; 
  wire [32-1:0] PC_WB;
  wire [32-1:0] inst_count_WB; 
  wire wr_reg_WB;  
  wire [5-1:0] wregno_WB;  
  wire [32-1:0] regval_WB;   
  wire [32-1:0] aluout_WB;
  wire [32-1:0] rd_val_WB;
   assign {                     
                                valid_WB,
                                inst_WB,
                                PC_WB,
                                op_I_WB,
                                inst_count_WB,
                                rd_val_WB,   
                                aluout_WB, 
                                wr_reg_WB,
                                wregno_WB        
                                 } = from_MEM_latch; 
  assign regval_WB = (op_I_WB == 23) ? rd_val_WB : aluout_WB;
assign from_WB_to_FE = '0;
assign from_WB_to_AGEX = '0;
assign from_WB_to_MEM = '0;
assign from_WB_to_DE = {wr_reg_WB, wregno_WB, regval_WB} ;  
    reg [32-1:0][31:0] last_WB_value  ;
  always @(negedge clk) begin
  if (reset) begin
      for (int i = 0; i < 32; ++i) begin
        last_WB_value[i] <= 0;
      end
    end else begin
    if (wr_reg_WB)
      last_WB_value[wregno_WB] <= regval_WB;
    end
  end 
  reg [8-1:0][31:0] WB_counters  ;
  always @(posedge clk) begin
    if (reset) begin
      WB_counters <= '0;
    end else begin
      WB_counters[0] <= 32'(valid_WB);
      WB_counters[1] <= 32'(PC_WB);   
      WB_counters[2] <= 32'(inst_WB);   
      WB_counters[3] <= 32'(op_I_WB); 
      WB_counters[4] <= 32'(wr_reg_WB);
      WB_counters[5] <= 32'(wregno_WB);
      WB_counters[6] <= 32'(regval_WB);
      WB_counters[7] <= '0;
    end
  end
endmodule 
==> ./run.sh <==
#!/bin/bash
# OpenROAD 26Q1-2900-gdf79404cd8, Yosys 0.63+post, stock flow scripts
make -C /OpenROAD-flow-scripts/flow DESIGN_CONFIG=/design/flow/config.mk WORK_HOME=/design/flow/orfs finish
==> ./config.mk <==
export PLATFORM = sky130hd
export DESIGN_NAME = WB_STAGE
export DESIGN_NICKNAME = WB_STAGE
export VERILOG_FILES = /design/flow/design.v
export SDC_FILE = /design/flow/constraint.sdc
export NUM_CORES = 4
export LEC_CHECK = 1
export CORE_AREA = 10 10 91 91
export DIE_AREA = 0 0 101 101
==> ./constraint.sdc <==
current_design WB_STAGE

set clk_period 6.9
set clk_io_pct 0.2

create_clock -name clk0 -period $clk_period

set non_clock_inputs [all_inputs -no_clocks]
set_input_delay [expr $clk_period * $clk_io_pct] -clock clk0 $non_clock_inputs
set_output_delay [expr $clk_period * $clk_io_pct] -clock clk0 [all_outputs]
==> metrics.csv <==
metric,value,unit
grt_pass1_wl,4.250,mm
cp.arrival,3820,ps
flops,0,
cts_setup_buffers,0,
io_buffers,102,
fin_setup_tns,0,ps
synth_warnings,1,
fp-utilization,9.951,%
grt_use_total,5.094,%
grt_max_degree,18,
crit_buf_inv,3,
route.detailed.drc,0,
vdd_drop_max,0.01772,mV
crit_path_end_kind,primary output,
finalClockPeriodUsage,75.31,%
cpPeakStageDelay,560,ps
worst_hold_startpoint,from_MEM_latch[2],
dieWidth,101,µm
drv_slew,0,
setup_violations,0,
rows,29,
grt_pass1_vias,832,
gp_congestion,0.6819,
grt-ovfl-total,0,
hold_violations,0,
syn-cell-area,631.9,µm²
post-dp-hpwl,2.960,mm
antenna_left,0,
rsz0062_at_grt,no,
tightest_slew,512.6,ps
drt-vias-per-instance,3.401,
ys_sh_aoi,0,%
critPathKind,in -> out,
ys_area,631.9,µm²
drive_gt1_share,24.29,%
route.vias.total,738,
fill_cells,672,
top_logic_kind,multiplexers,
slew_headroom,65.83,%
n_antenna_cell,0,
startpoint_type,input port,
drt-met1-wl,1.255,mm
yosys.area_share.adder,0,%
crit_slowest_cell,and3_2,
p_per_area,46.72,nW/µm²
outcome,"complete, no violations",
xor_share,0,%
hold_path.class,in -> out,
wl,3.132,mm
met3_wirelength,617,µm
dr.pass1.iters,2,
fin_crit,5196,ps
synth_cells,48,
chipArea,10200,µm²
max_cap_violations,0,
drt_iter0_markers,1,
fmax,192.5,MHz
leakage,0.6341,nW
met2_length,1.259,mm
area_leaders,"mux2_4 (71%), buf_4 (11%), buf_12 (9.5%), mux2_2 (3.6%), buf_6 (1.8%)",
syn_area_per_cell,13.16,µm²
power,75.99,µW
most_common_cell,mux2_4,
regArea,0,µm²
synthSimpleGateAreaFrac,2.574,%
warning_count,131,
synth.top_cell.area_share,71.29,%
critical_path.startpoint,from_MEM_latch[104],
critPathTopFamily,buffers and inverters,
crit_top_cell,clkdlybuf4s50_1,
mux_area_share,74.85,%
crit_required,5520,ps
routed.top_layer,met3,
top_area_cell,mux2_4,
syn2layout_area_growth,157.4,%
utilization,25.62,%
die_height,101,µm
top_level_ports,216,
cp_max_fo,17,
core_area,6350,µm²
ys_seq_share,0,%
cts.hold.buffers_added,0,
antenna_found_initial,0,
common_cells,"mux2_4 (30), buf_4 (9), buf_12 (3), mux2_2 (2)",
n_clock_buffer,0,
wl_per_cell,14.43,µm
path_cells,"clkdlybuf4s50_1, nor4bb_1, and3_2, buf_4, mux2_4, clkdlybuf4s50_1",
yosys.cell_types.count,8,
synth_stat.cells,48,
cts_resized,0,
-- path summary, 6_finish.rpt --
kind | to | slack [ps] | depth (start not counted)
max | from_WB_to_DE[1] | 1700 | 6
min | from_WB_to_DE[34] | 2760 | 0
-- layer usage --
metal  track usage (%)  up-vias
met5                 0        -
met4                 0        0
met3             3.673        0
met2             7.961       77
li1                  -      346
met1             5.897      315
-- stage by stage --
| stage | setup WS (ps) | area [µm²] | hold WS [ps] | cells |
|---|---|---|---|---|
| finish | 1704 | 1627 | 2760 | 217 |
| global route | 1567 | 1627 | 2760 | 217 |
| CTS | 1674 | 1627 | 2760 | 217 |
| detailed placement | 1673 | 1627 | 2760 | 217 |
| global placement | 1674 | 1627 | 2760 | 217 |
| floorplan | 3180 | 639.4 | 2826 | 50 |
-- report_power, final --
part / internal [mW] / switching, mW / total, mW / leakage (nW)
registers: 0 / 0 / 0 / 0
logic: 0.0648 / 0.0112 / 0.0760 / 0.634
clock network: 0 / 0 / 0 / 0
total: 0.0648 / 0.0112 / 0.0760 / 0.634
-- final cells by class --
type / count / area [µm²] / share of cell area, %
multi-input combinational: 37 / 501.7 / 30.85
tap: 77 / 96.34 / 5.923
timing repair buffer: 103 / 1028 / 63.23
-- cells in the final DEF, fill, tap and decap left out --
cell and instances:
mux2_4 30, buf_4 1, clkdlybuf4s50_1 102, and3_2 1, conb_1 3, nor4bb_1 1, mux2_2 2
-- logic make-up after synthesis --
logic type | Yosys count
simple gates | 2
buf+inv | 13
other cells | 1
mux | 32
Power and IR drop assume default switching activity.
